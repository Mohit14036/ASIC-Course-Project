--- /design/flow/config.mk ---
export PLATFORM = sky130hd
export DESIGN_NAME = Memory
export DESIGN_NICKNAME = Memory
export VERILOG_FILES = /design/flow/design.v
export SDC_FILE = /design/flow/constraint.sdc
export NUM_CORES = 4
export LEC_CHECK = 1
export CORE_UTILIZATION = 50
--- /design/flow/constraint.sdc ---
current_design Memory

set clk_period 6.0
set clk_io_pct 0.2

create_clock -name clk0 -period $clk_period [get_ports {clk}]

set non_clock_inputs [all_inputs -no_clocks]
set_input_delay [expr $clk_period * $clk_io_pct] -clock clk0 $non_clock_inputs
set_output_delay [expr $clk_period * $clk_io_pct] -clock clk0 [all_outputs]
--- /design/flow/design.v ---
module Memory#(
    parameter int Data_Width = 16,
    parameter int Data_Depth = 64,
    parameter int Address_Bit_Width = 6
)
(      
    input logic WE,RE,
    input logic [Data_Width-1:0] Din,  
    input logic [Address_Bit_Width-1:0] RA,WA,
    output logic [Data_Width-1:0] Dout,
    input logic clk
);
    logic [Data_Width-1:0] RAM [0:Data_Depth-1];    
    always_ff@(posedge clk) begin 
        if (WE) RAM[WA] <= Din;
    end
    always_ff @(posedge clk) begin
        if (RE)
            Dout <= RAM[RA];
    end
endmodule
--- /design/flow/run.sh ---
#!/bin/bash
# OpenROAD 26Q1-2900-gdf79404cd8, Yosys 0.63+post, stock flow scripts
make -C /OpenROAD-flow-scripts/flow DESIGN_CONFIG=/design/flow/config.mk WORK_HOME=/design/flow/orfs finish
==> impl_results.rst <==
Metrics
=======

.. list-table::
   :header-rows: 1

   * - Metric
     - Value
   * - Placer Congestion
     - 0.901
   * - Floorplan die width
     - 286 µm
   * - Y dimension of the die
     - 286 µm
   * - Min setup slack post-route
     - 2.29 ns
   * - Post-CTS setup buffer count
     - 0
   * - Final worst clock skew
     - 0.0270 ns
   * - Peak supply drop
     - 226 µV
   * - Fraction of layout cells with a size suffix above 1
     - 26.1%
   * - Critical Path AT
     - 4.10 ns
   * - Longest Clk Path Bufs
     - 3
   * - Number of distinct library cells after synthesis
     - 42
   * - Dpl hpwl
     - 56,600 µm
   * - Largest net degree at the start of global routing
     - 77
   * - Nature of the critical path startpoint
     - primary input
   * - Core region area
     - 79,300 µm²
   * - Synth Area in Compound Gates
     - 2.40%
   * - Number of warnings issued by yosys
     - 1
   * - Post-synthesis cell count
     - 1,829
   * - Relative max-transition margin
     - 23.9%
   * - Average footprint of a synthesized cell
     - 22.0 µm²
   * - Clock group share of total power
     - 42.7%
   * - Post-CTS Hold Fix Bufs
     - 0
   * - WL per Instance
     - 30.5 µm
   * - Floorplan row count
     - 103
   * - Starting density of the core
     - 50.7%
   * - Hold Crit Class
     - primary input to register
   * - Actual transition at the worst max-transition pin
     - 1.14 ns
   * - Largest stage delay on the critical path
     - 0.82 ns
   * - Routed via count
     - 19,000
   * - Number of primary I/O pins
     - 47
   * - Final Hold Violation Tally
     - 0
   * - Clock Pin Slew Worst Setup and Hold Paths
     - 0.06 ns
   * - Clock tree from TritonCTS
     - yes
   * - Routed wire length
     - 95,100 µm
   * - Cycle use final
     - 61.9%
   * - Switching power summed over all nets
     - 3140 µW
   * - Post-synth area from yosys stat
     - 40,200 µm²
   * - Post-Place Worst Slack
     - 1.62 ns
   * - Via count of the first global-routing pass
     - 20,800
   * - Antenna Violating Nets Remaining
     - 0
   * - Setup repair after global routing missed its margin
     - false
   * - Share of power burned in combinational logic
     - 4.9%
   * - Mux area share
     - 15.5%
   * - Data required, critical path
     - 6.39 ns
   * - Crit path buffers/inverters
     - 2
   * - Number of clock sinks
     - 1,040
   * - Post-Route Setup TNS
     - 0 ns
   * - Cell total in the yosys stat output
     - 1,829
   * - Starting DRC count in detailed routing
     - 1,137
   * - Critical path, cell by cell
     - buf_6, buf_4, and2_1, a22oi_1, a311oi_1
   * - DRC viols
     - 0
   * - Area of the mapped netlist
     - 40,200 µm²
   * - Power Density
     - 338 nW/µm²
   * - Fraction of power spent switching nets
     - 20.4%
   * - Portion of total power attributed to sequential cells
     - 52.5%
   * - Count of maximum capacitance violations
     - 0
   * - Parity-gate share of the synthesized area counting xor and xnor cells
     - 0%
   * - Tool warnings
     - 26
   * - Antenna diode count
     - 0
   * - Registers, synthesis
     - 1,040
   * - Cell family with most CP delay
     - buffers and inverters
   * - Total global routing overflow
     - 0
   * - Number of max-slew violations in the final report
     - 0
   * - Number of failing setup endpoints in the final timing report
     - 0
   * - Area delta synth->final
     - 13.3%
   * - Die Outline Area
     - 81,500 µm²
   * - Worst reg-to-reg path cell count
     - 5
   * - Number of antenna violations at the first check in global routing
     - 3
   * - Number of fillers in the final layout
     - 5,674
   * - Clock root buffer
     - sky130_fd_sc_hd__clkbuf_16
   * - Worst-path cell with the longest stage delay
     - sky130_fd_sc_hd__and2_1
   * - Adders+Majority by Area
     - 0%
   * - Global-route total usage across every layer
     - 27.3%
   * - Register share after synthesis
     - 77.7%
   * - Highest Clock Rate
     - 269 MHz
   * - Area fraction in and, or, nand and nor cells
     - 2.64%
   * - Iteration count of the initial detailed-routing pass
     - 5
   * - Result of the run
     - completed
   * - Main combinational cell family by area after synthesis
     - multiplexers
   * - Final worst path period need
     - 3.71 ns
   * - Endpoint kind of the worst setup timing path
     - register
   * - Power Internal
     - 12,300 µW
   * - Clock buffer count from CTS
     - 105
   * - Insertion delay at the late pin of the worst-skew pair
     - 0.66 ns
   * - Highest fanout seen on the critical path
     - 42
   * - Leakage power figure
     - 0.0144 µW
   * - Number of levels the H-tree was split into
     - 3
   * - Cells resized by post-CTS repair
     - 0
   * - Crit. path cell count
     - 5
   * - Port buffer count
     - 46
   * - Global-route wire length before repair
     - 141,000 µm
   * - Hold path cells
     - 1
   * - Worst Setup Path Type
     - primary input to register
   * - Detailed-route vias per instance
     - 6.08
[synthesized netlist by cell type]
library cell | instances | area [µm²]
sky130_fd_sc_hd__a211o_1 | 8 | 70.1
sky130_fd_sc_hd__a211oi_1 | 8 | 60.1
sky130_fd_sc_hd__a21oi_1 | 17 | 85.1
sky130_fd_sc_hd__a221o_1 | 6 | 60.1
sky130_fd_sc_hd__a221oi_1 | 16 | 140
sky130_fd_sc_hd__a22o_1 | 6 | 52.6
sky130_fd_sc_hd__a22oi_1 | 39 | 293
sky130_fd_sc_hd__a311oi_1 | 8 | 70.1
sky130_fd_sc_hd__a31oi_1 | 8 | 50.1
sky130_fd_sc_hd__a41oi_1 | 5 | 43.8
sky130_fd_sc_hd__and2_1 | 2 | 12.5
sky130_fd_sc_hd__and4_1 | 5 | 43.8
sky130_fd_sc_hd__buf_1 | 3 | 11.3
sky130_fd_sc_hd__buf_12 | 5 | 100
sky130_fd_sc_hd__buf_2 | 36 | 180
sky130_fd_sc_hd__buf_4 | 13 | 97.6
sky130_fd_sc_hd__buf_6 | 17 | 191
sky130_fd_sc_hd__buf_8 | 3 | 45.0
sky130_fd_sc_hd__clkbuf_1 | 24 | 90.1
sky130_fd_sc_hd__clkbuf_2 | 2 | 10.0
sky130_fd_sc_hd__clkbuf_4 | 1 | 7.51
sky130_fd_sc_hd__edfxtp_1 | 1040 | 31200
sky130_fd_sc_hd__mux2_2 | 27 | 304
sky130_fd_sc_hd__mux2i_1 | 85 | 851
sky130_fd_sc_hd__mux4_1 | 4 | 105
sky130_fd_sc_hd__mux4_2 | 220 | 4950
sky130_fd_sc_hd__nand2_1 | 59 | 221
sky130_fd_sc_hd__nand2_4 | 1 | 11.3
sky130_fd_sc_hd__nand2b_1 | 3 | 18.8
sky130_fd_sc_hd__nand3_1 | 24 | 120
sky130_fd_sc_hd__nand3b_1 | 2 | 15.0
sky130_fd_sc_hd__nand4_1 | 12 | 75.1
sky130_fd_sc_hd__nand4b_1 | 1 | 8.76
sky130_fd_sc_hd__nor2_1 | 72 | 270
sky130_fd_sc_hd__nor2_2 | 2 | 12.5
sky130_fd_sc_hd__nor2b_1 | 30 | 188
sky130_fd_sc_hd__nor3_1 | 2 | 10.0
sky130_fd_sc_hd__nor4_2 | 3 | 37.5
sky130_fd_sc_hd__o21ai_0 | 5 | 25.0
sky130_fd_sc_hd__o21ai_1 | 3 | 15.0
sky130_fd_sc_hd__or3_1 | 1 | 6.26
sky130_fd_sc_hd__or3b_2 | 1 | 8.76
[metal layers]
layer,track usage (%),vias to the layer above,share of wire (%)
li1,-,8025,-
met1,38.7,9651,33
met2,38.2,1175,47
met3,19.9,128,17
met5,0.523,-,0.10
met4,5.11,8,2.4
[per-stage QoR]
stage	power [µW]	std cells	utilization (%)	hold WS (ns)	cell area (µm²)
floorplan	8640	1829	-	0.828	40200
global placement	8980	2929	53.0	0.933	42000
detailed placement	8990	2929	53.0	0.886	42000
CTS	15500	3122	57.5	0.722	45500
global route	15900	3122	57.5	0.754	45500
finish	15400	3122	57.5	0.755	45500
[kinds of logic after synthesis]
| family | count (synthesis) |
|---|---|
| muxes | 336 |
| DFF | 1040 |
| AOI/OAI and AO/OA | 129 |
| buffers and inverters | 104 |
| and+or+nand+nor | 220 |
[state kept, by name (all words and copies together), names as in the netlist]
signal  count
Dout       16
RAM      1024
[layout make-up]
| cell class | instances | area [µm²] | area share [%] |
|---|---|---|---|
| Sequential cell | 1040 | 31200 | 68.6 |
| Multi-Input combinational cell | 685 | 8250 | 18.1 |
| Clock buffer | 118 | 2720 | 5.97 |
| Tap cell | 1050 | 1310 | 2.88 |
| Timing Repair Buffer | 154 | 1250 | 2.74 |
| Clock inverter | 75 | 779 | 1.71 |
[final timing paths]
check              start          end  slack [ns]
min reg2reg  RAM[62][10]     Dout[10]        0.90
min              Din[10]  RAM[14][10]        0.75
max                RA[1]      Dout[3]        2.29
max reg2reg   RAM[22][2]      Dout[2]        3.63
[cells in the final DEF, fill, tap and decap left out, types with 24 or more instances in the layout]
master	netlist	routed
sky130_fd_sc_hd__a22oi_1	39	39
sky130_fd_sc_hd__mux2i_1	85	85
sky130_fd_sc_hd__buf_4	13	104
sky130_fd_sc_hd__clkdlybuf4s50_1	0	26
sky130_fd_sc_hd__nand2_1	59	59
sky130_fd_sc_hd__clkbuf_16	0	107
sky130_fd_sc_hd__nor2_1	72	72
sky130_fd_sc_hd__clkinv_1	0	26
sky130_fd_sc_hd__mux2_2	27	27
sky130_fd_sc_hd__edfxtp_1	1040	1040
sky130_fd_sc_hd__nor2b_1	30	30
sky130_fd_sc_hd__clkinv_2	0	24
sky130_fd_sc_hd__nand3_1	24	24
sky130_fd_sc_hd__mux4_2	220	220
[power by group through the flow]
stage	registers, µW	clock network, µW	logic (µW)
after global routing	8080	6960	808
after CTS	8080	6690	762
final	8080	6570	747
No activity file was given, so power comes from the tool's default toggle rates.
